===== flow/run.sh =====
#!/bin/bash
# OpenROAD 26Q1-2900-gdf79404cd8, Yosys 0.63+post, stock flow scripts
make -C /OpenROAD-flow-scripts/flow DESIGN_CONFIG=/design/flow/config.mk WORK_HOME=/design/flow/orfs finish

===== flow/config.mk =====
export PLATFORM = sky130hd
export DESIGN_NAME = Process
export DESIGN_NICKNAME = Process
export VERILOG_FILES = /design/flow/design.v
export SDC_FILE = /design/flow/constraint.sdc
export NUM_CORES = 4
export LEC_CHECK = 1
export CORE_UTILIZATION = 50

===== flow/constraint.sdc =====
current_design Process

set clk_period 21.2
set clk_io_pct 0.2

create_clock -name clk0 -period $clk_period

set non_clock_inputs [all_inputs -no_clocks]
set_input_delay [expr $clk_period * $clk_io_pct] -clock clk0 $non_clock_inputs
set_output_delay [expr $clk_period * $clk_io_pct] -clock clk0 [all_outputs]

===== flow/design.v =====
interface CpuInterface(input clk, rst_n, input [7:0] data_bus);
    logic [4:0] interupt;
    logic [7:0] data_to_dut;
    logic [7:0] data_to_tb;
    logic read_en;
    logic write_en;
    logic clk_1M;
    logic clk_6M;
    logic memory_select;
    logic [15:0] addr_bus;
endinterface  
module ALU (
    input       [7:0]       psw_in,  
    input       [7:0]       a_data,  
    input       [7:0]       b_data,  
    input       [2:0]       a_bit_location,  
    input       [2:0]       b_bit_location,
    input                   bit_en,
    input       [3:0]       alu_op,  
    output      reg[7:0]    ans,  
    output      reg[7:0]    psw_out  
);
    always @(*) begin
        psw_out = psw_in;
        ans = a_data;
        if (!bit_en) begin
            case(alu_op)
                4'b0010: {psw_out[7], ans} = a_data + b_data;  
                4'b0011: {psw_out[7], ans} = a_data + b_data + psw_in[7];  
                4'b0000: begin
                    ans = a_data + 8'b1;  
                end
                4'b0001: begin
                    ans = a_data - 8'b1;  
                end
                4'b1001: ans = a_data - b_data - {7'b0, psw_in[7]};  
                4'b1010: {psw_out[7], ans} = a_data * b_data;  
                4'b1000: ans = a_data / b_data;  
                4'b0101: ans = a_data & b_data;  
                4'b0100: ans = a_data | b_data;  
                4'b0110: ans = a_data ^ b_data;  
                4'b0111: ans = 8'b1;  
                4'b1011: ans = 8'b0;  
                4'b1100: ans = ~a_data;  
                4'b1110: ans = b_data;
                default:;
            endcase
        end
        else begin
            case(alu_op)
                4'b0100: ans[a_bit_location] = a_data[a_bit_location] | b_data[b_bit_location];
                4'b0101: ans[a_bit_location] = a_data[a_bit_location] & b_data[b_bit_location];
                4'b0110: ans[a_bit_location] = a_data[a_bit_location] ^ b_data[b_bit_location];
                4'b0111: ans[a_bit_location] = 1'b1;
                4'b1011: ans[a_bit_location] = 1'b0;
                4'b1100: ans[a_bit_location] = ~a_data[a_bit_location];
                4'b1110: ans[a_bit_location] = b_data[b_bit_location];
                default: ;
            endcase
        end
    end
endmodule
module Process (
    input [7:0] psw_in,
    input [7:0] a_data,
    input [7:0] b_data,
    input [2:0] a_bit_location,
    input [2:0] b_bit_location,
    input       bit_en,
    input [3:0] alu_op,
    input[7:0] instruction,
    output [7:0] ans,
    output [7:0] psw_out
);
    wire[7:0] alu_ans, alu_psw_out;
    ALU alu(
        .psw_in(psw_in),
        .a_data(a_data),
        .b_data(b_data),
        .a_bit_location(a_bit_location),
        .b_bit_location(b_bit_location),
        .bit_en,
        .alu_op(alu_op),
        .ans(alu_ans),
        .psw_out(alu_psw_out)
    );
    reg[7:0] pro_ans = 0;
    reg[7:0] pro_psw = 0;
    always @(*) begin
        pro_psw = psw_in;
        if (alu_op == 4'b1111) begin
            casez (instruction)
                8'b0000_0011: pro_ans = {a_data[0], a_data[7:1]};  
                8'b0001_0011: begin
                    pro_ans = {psw_in[7], a_data[7:1]};
                    pro_psw[7] = a_data[0];
                end  
                8'b0010_0011: pro_ans = {a_data[6:0], a_data[7]};  
                8'b0011_0011:  begin
                    pro_ans = {a_data[6:0], psw_in[7]};
                    pro_psw[7] = a_data[7];
                end  
                8'b1100_0100: {pro_ans[3:0], pro_ans[7:4]} = a_data;  
                8'b????_0001: begin
                    pro_ans = {a_data[7:3], b_data[2:0]};
                end  
                default: ;
            endcase
        end
    end
    assign ans = (alu_op == 4'b1111) ? pro_ans : alu_ans;
    assign psw_out = (alu_op == 4'b1111) ? pro_psw : alu_psw_out;
endmodule

==> out/results.txt <==
Drt initial violations -> 545
WP data required -> 16.96 ns
Outcome -> finished clean
DIE AREA -> 0.0121 mm2
Largest net degree at the start of global routing -> 45
Vias in the first global route -> 5,653
Min Tclk post-route -> 20.21 ns
Antenna violations before repair -> 0
Final worst-path cycle share -> 95.3%
Area fraction of the dominant cell type after synthesis -> 21.3%
Placement Setup Slack -> 0.726 ns
Dpl hpwl -> 15,400 um
CP dominant cell by count -> ha_1
Proportion of layout cells with a drive suffix above 1 -> 5.93%
Synth Warn # -> 2
Cell Area, Synth -> 0.00582 mm2
Hold Crit Depth -> 0
Vias per cell -> 6.33
Slowest Stage Delay on Critical Path -> 0.58 ns
Critical-path maximum fanout -> 15
Final WL -> 20,000 um
DR vias -> 6,137
Final slew viol count -> 0
RSZ-0062 raised after global routing -> false
Worst setup margin -> 0.990 ns
Max FFs per register -> 8
Buffers added on ports -> 45
Achievable frequency -> 0.0495 GHz
P_leak -> 2.90 nW
Routability cong. -> 1.01
Setup TNS -> 0 ns
Post-DRT Antenna Nets -> 0
Grt ovf -> 0
Number of OpenROAD warnings -> 57
Post-DR wirelength/cell -> 20.7 um
VDD IR max -> 0.0304 mV
DP Area -> 0.00644 mm2
Final Setup Violations -> 0
Pwr Density -> 32.9 mW/mm2
Worst Hold Launch -> psw_in[0]
Synth flops -> 8
Number of enable flip-flop cells -> 0
Die Width -> 110 um
Drt pass-1 iters -> 8
Max_cap viols -> 0
Mapped Avg Cell Area -> 7.27 um2
Final Instance Area -> 0.00645 mm2
Top_reg_cell synth -> dlxtn_1
# rows -> 39
Chip height -> 110 um
# diodes -> 0
FFs w/ async S/R, synth -> 0%
Top cell type by total area after synthesis -> ha_1
Crit-path slowest cell -> clkdlybuf4s50_1
Relative slew slack -> 41.8%
Most numerous logic cell after layout -> ha_1
Slew @ Worst Pin -> 0.865 ns
Register pins left without a clock -> 8
Top cells, area -> ha_1 (21%), fa_1 (7.6%), nor2_1 (5.9%)
Startpoint Class -> input pin
Area delta synth->final -> 10.7%
Min-delay worst type -> input pin to output port
Critical path type -> input pin to output port
Ys cells -> 801
First-pass GRT wire length -> 30,800 um
DRC viols -> 0
Endpoints left unconstrained -> 8
GRT Util Overall -> 35.0%
Initial Util -> 51.2%
Final Hold Fails -> 0
Yosys cell types -> 79
Crit. End Element -> output port
Yosys Chip Area -> 0.00582 mm2
CP arrival -> 15.97 ns
IO Pins -> 59
Synth Instances -> 801
Core outline area -> 0.0114 mm2
Top cells excl fill/tap -> ha_1 (99), nor2_1 (91), nand2_1 (72), inv_1 (63)
Hold EP -> psw_out[0]
metal layers:
layer  vias up  routed length (um)  track usage (%)
met2       247                8900             55.2
met1      2864                8680             49.3
met3        49                1680             5.26
met4         0                 783             11.7
li1       2977                   -                -
met5         -                   0                0
worst max-delay path, delay by kind of cell:
kind	cells	cell delay (ns)
AND-OR/OR-AND	27	5.12
adder cells (fa/ha/maj)	7	1.92
buffers and inverters	3	1.17
multiplexers	3	1.00
AND/OR/NAND/NOR	9	2.54
cell type report:
cell class | count | area, um2
repair buffers | 67 | 616
multi-input cells | 686 | 5290
well taps | 143 | 179
flip-flops and latches | 8 | 120
inverters | 66 | 248
fillers | 1046 | 4920
power by group:
group          switching, W  internal [W]
logic              0.000119     0.0000910
clock network             0             0
registers       0.000000358    0.00000145
worst max-delay path by stage:
stage              from     end  slack (ns)  cells after the start
finish        b_data[7]  ans[0]        0.99                     49
global route  b_data[7]  ans[0]        0.03                     49
CTS           b_data[7]  ans[0]        0.65                     49
kinds of logic after synthesis:
group           Yosys count  synth area share (%)
compound gates          221                  26.4
latches                   8                  2.06
fa+ha+maj               121                  28.8
buf+inv                 107                  7.35
xor+xnor                 47                  7.30
mux                      26                  5.67
simple gates            271                  22.4
what timing repair did:
action                     in CTS  in global routing
resized                         0                  2
setup buffers                   0                  0
hold buffers                    0                  0
setup endpoints to repair       0                  1
synthesized netlist by cell type (6+ instances only):
cell      number
nor3_1        21
a21o_1        14
nand3_1       12
dlxtn_1        8
clkbuf_1      33
a211oi_1      10
o21a_1        16
nand2_1       72
xnor2_1       28
inv_1         63
o21ai_0       31
a21oi_1       45
mux2_2         8
nand2b_1       8
buf_4          7
a222oi_1      11
xor2_1        18
nor2_1        91
ha_1          99
nand4_1        6
fa_1          22
o21ai_1       12
mux2i_1       12
nor4_1         6
a31oi_1       11
or3_1          7
nor2b_1       12
o211ai_1       8
stage by stage:
stage	util, %	std cells	hold slack [ns]	power, W
after floorplan	-	801	8.55	0.000149
after global placement	56.6	970	8.48	0.000205
after detailed placement	56.6	970	8.48	0.000208
after CTS	56.6	970	8.48	0.000209
after global routing	56.7	970	8.48	0.000237
final	56.7	970	8.48	0.000212
Power and IR drop assume default switching activity.
